==> flow/design.v <==
module selection_sort(width, Reset, Clk, Start, Ack, Ain, Aout, Done, q_Ini, q_Incr, q_Comp, q_Done);
input [4:0] width;
input Reset, Clk;
input Start, Ack;
input [30*7 - 1:0] Ain;
output [30*7 - 1:0] Aout;
output Done;
output q_Ini, q_Incr, q_Comp, q_Done;
wire q_Ini, q_Incr, q_Comp, q_Done;
wire [30*7 - 1:0] Aout;
reg [6:0] A [0:29];
reg [3:0] state;
reg[4:0] K,J;
reg Done;
genvar l;
integer i;
localparam
	INI = 4'b0001,
	INCR = 4'b0010,
	COMP = 4'b0100,
	DONE = 4'b1000,
	UNKN = 4'bXXXX;
generate
for (l = 1; l <= 30; l = l + 1)
	assign Aout[l*7-1:(l-1)*7] = A[l-1];
endgenerate
assign {q_Done, q_Comp, q_Incr, q_Ini} = state;
always @ (posedge Clk, posedge Reset)
begin
	if (Reset)
	begin
		state <= INI;
		K <= 5'bXXXXX;
		J <= 5'bXXXXX;
	end
	else
	begin
		case (state) 
			INI:
			begin
				if (Start && width >= 2)
					state <= INCR;
				else if (Start && width < 2)
					state <= DONE;
				K <= 5'b00001;
				J <= 5'b00000;
				for (i = 1; i <= 30; i = i + 1)
					A[i-1] <= Ain[(i-1)*7 +: 7];
				Done <= 0;
			end
			INCR:
			begin
				state <= COMP;
				K <= K + 1;
				J <= K;
			end
			COMP:
			begin
				if(J == 1 && K != width)
					state <= INCR;
				else if (J == 1  && K == width)
					state <= DONE;
				if (A[J] < A[J-1]) 
				begin
					A[J] <= A[J-1];
					A[J-1] <= A[J];
				end
				J <= J - 1;
			end
			DONE:
			begin 
				if (Ack) 
					state <= INI;
				Done <= 1;
			end
			default:
				state <= UNKN;
		endcase
	end
end
endmodule
==> flow/run.sh <==
#!/bin/bash
# OpenROAD 26Q1-2900-gdf79404cd8, Yosys 0.63+post, stock flow scripts
make -C /OpenROAD-flow-scripts/flow DESIGN_CONFIG=/design/flow/config.mk WORK_HOME=/design/flow/orfs finish
==> flow/config.mk <==
export PLATFORM = sky130hd
export DESIGN_NAME = selection_sort
export DESIGN_NICKNAME = selection_sort
export VERILOG_FILES = /design/flow/design.v
export SDC_FILE = /design/flow/constraint.sdc
export NUM_CORES = 4
export LEC_CHECK = 1
export CORE_UTILIZATION = 30
==> flow/constraint.sdc <==
current_design selection_sort

set clk_period 25.2
set clk_io_pct 0.2

create_clock -name clk0 -period $clk_period [get_ports {Clk}]

set non_clock_inputs [all_inputs -no_clocks]
set_input_delay [expr $clk_period * $clk_io_pct] -clock clk0 $non_clock_inputs
set_output_delay [expr $clk_period * $clk_io_pct] -clock clk0 [all_outputs]
==> job_summary.md <==
## Implementation flow summary

| Metric | Value |
|---|---|
| Run status | finished clean |
| Yosys Instances | 1772 |
| Largest net degree at the start of global routing | roughly 140 |
| Main synth FF type | edfxtp_1 |
| Crit Path Category | in2reg |
| Met3 Resource Use GR | 33.5% |
| Met2 Use GR | roughly 66% |
| WL final | approximately 130000 um |
| Cts hold-fix bufs | 0 |
| CORE AREA | around 54000 um^2 |
| Vias post-DR | between 20000 and 25000 |
| Startpoint Class | input pin |
| Tot GR Track Use | between 40% and 50% |
| Synthesized area per cell | 9.31 um^2 |
| CP required | 25.42 ns |
| Post-CTS setup buffer count | 0 |
| Combinational gate area | just under 9000 um^2 |
| Die W | around 240 um |
| Synth cell types | approximately 96 |
| Vias/cell | 7.19 |
| Clock Skew | just under 0.04 ns |
| Met1 Use GR | approximately 60% |
| Hpwl dp | 100000 um |
| Pins Over Slew Limit | 0 |
| Post-CTS sizing | 0 |
| Register area | about 6700 um^2 |
| Pwr Density | about 140 nW/um^2 |
| Final-layout fill cell count | around 5200 |
| Site row count | about 85 |
| Ratio of cells with drive above 1 in the final layout | 11.0% |
| Vias in the first global route | ~20000 |
| Skew-Pair Late Insertion Delay | approximately 0.60 ns |
| Cell leakage power | 7.26 nW |
| Init Core Util | a little under a third |
| Slew headroom | roughly an eighth |
| Drt wl/cell | about 47 um |
| Final setup viols | 0 |
| CTS tree | built |
| Antenna violations before repair | 16 |
| CP Max Fanout | 31 |
| Seq share, synth | approximately two fifths |
| First-pass GRT wire length | 178000 um |
| Number of synthesized flops with an enable pin | between 200 and 250 |
| Min Clock Period, post-route | approximately 8 ns |
| Area Growth Syn to Fin | 36.3% |
| Async set-reset flop share out of synthesis | a little over 6% |
| I/O Buffers | roughly 430 |
| Setup crit end kind | register |
| Post-layout period usage | between 30 and 40% |
| Log Warnings | 33 |
| Maximum clock path buffer count | 3 |
| Design area | approximately 22000 um^2 |
| Ys flops | roughly 230 |
| Clock transition at the registers of the reported paths | around 0.05 ns |
| # clock sinks | ~230 |
| Yosys chip area | approximately 16000 um^2 |
| DRT iter0 DRCs | 2861 |
| Htree depth | 1 |
| Grt ovf | 0 |
| Chip area | 55900 um^2 |
| Post-route ant nets | 0 |
| Cts bufs inserted | 26 |
| # DRC | 0 |
| Synth warn | 2 |
| Num ports | approximately 430 |
| Crit path DAT | approximately 8 ns |
| Hold Violations, Final | 0 |
| Cell Area, Synth | roughly 16000 um^2 |
| Placement Cell Area | roughly 22000 um^2 |
| DRT Pass-1 Iters | 6 |
| Synth Instances | approximately 1800 |
| Worst-margin pin slew | about 1.3 ns |
| Post-Route Setup TNS | 0 ns |
| Fmax | 0.128 GHz |
| Hold Crit Class | reg2reg |
| RePlAce Congestion | approximately 1.1 |
| Gr busiest metal | met2 |
| Die Height | around 240 um |
| Peak supply drop | around 0.11 mV |
| RSZ-0062 raised after global routing | no |
| Clk root buf | clkbuf_16 |
| # Max-Cap Violations | 0 |
==> power by group <==
group          leakage [nW]  switching [W]  internal [W]
logic                  4.82        0.00158      0.000644
clock network         0.366       0.000158      0.000189
registers              2.08       0.000160      0.000524
==> routing by layer <==
| layer | wire length (um) | vias up | share of wire (%) |
|---|---|---|---|
| li1 | - | 7974 | - |
| met1 | 46600 | 10000 | 35 |
| met2 | 53800 | 2086 | 40 |
| met3 | 24300 | 499 | 18 |
| met4 | 8600 | 32 | 6.4 |
| met5 | 901 | - | 0.67 |
==> sequential cells by signal (all words and copies together), names as in the netlist <==
signal and flops:
A 210, K 5, Done 1, state 4
J 5
==> cell families after synthesis <==
| family | synth area share, % |
|---|---|
| AND-OR/OR-AND | 36.1 |
| AND/OR/NAND/NOR | 13.5 |
| adder cells (fa/ha/maj) | 0.910 |
| buffers and inverters | 6.01 |
| flip-flops | 40.5 |
| multiplexers | 2.40 |
| XOR/XNOR | 0.470 |
==> synthesized netlist by cell type (17+ instances only) <==
cell type / instances / area, um^2
edfxtp_1: 211 / 6340
a21oi_1: 157 / 786
nand2_1: 143 / 537
o22ai_1: 141 / 882
clkbuf_1: 103 / 387
a211oi_1: 102 / 766
nor2_1: 102 / 383
o21ai_0: 92 / 460
a22oi_1: 63 / 473
buf_2: 57 / 285
o221ai_1: 50 / 438
o211ai_1: 43 / 323
a22o_1: 33 / 289
nand3_1: 31 / 155
a211oi_2: 25 / 313
nor3_1: 24 / 120
a222oi_1: 18 / 180
and3_1: 17 / 106
inv_1: 17 / 63.8
mux2_2: 17 / 191
==> area by class of cell <==
type	instances	area share, %
multi-input cells	1336	39.6
flip-flops and latches	225	29.8
repair buffers	541	22.9
well taps	696	3.87
clock buffers	33	3.01
clock inverters	11	0.356
inverters	19	0.317
diodes	10	0.111
==> per-stage QoR <==
step	std cells	hold slack [ns]	util, %	total power, W	worst slack [ns]
after global placement	2817	0.575	40.2	0.00278	16.96
after floorplan	1772	0.466	-	0.00169	18.43
after CTS	2861	0.596	41.6	0.00312	17.47
final	2871	0.593	41.6	0.00326	17.41
after global routing	2862	0.626	41.6	0.00328	17.25
after detailed placement	2817	0.583	40.2	0.00277	16.86
==> worst max-delay path, cell delays in order <==
cell and delay (ns):
clkdlybuf4s50_1 0.51, inv_1 0.49, nand2_2 0.09, buf_4 0.32, nand2_2 0.28, buf_4 0.41, o21ai_0 0.15, a21oi_1 0.66
==> cell usage in the layout (no fill, tap or decap), types with 43 or more instances in the layout <==
cell type          n
a22oi_1           63
o211ai_1          43
edfxtp_1         211
clkdlybuf4s50_1  433
a21oi_1          156
o21ai_0           92
a211oi_1         102
o221ai_1          50
nor2_1           100
buf_4            107
nand2_1          141
o22ai_1          141
==> worst paths after layout <==
| check | depth (start not counted) | from | endpoint | slack [ns] |
|---|---|---|---|---|
| max in group asynchronous | 2 | Reset | J[2] | 19.80 |
| hold reg to reg | 1 | state[1] | state[0] | 0.59 |
| setup reg to reg | 17 | J[3] | A[20][6] | 18.25 |
| min in group asynchronous | 2 | Reset | K[2] | 4.98 |
| setup / recovery | 8 | Reset | A[20][6] | 17.41 |
| hold / removal | 1 | state[1] | state[0] | 0.59 |
Power is estimated from default activity; no workload was simulated.
