==> design.v <==
module bubble_sort (width, Reset, Clk, Start, Ain, Ack, Aout, Done, q_Ini, q_Incr, q_Comp, q_Done);
input [4:0] width;
input Reset, Clk;
input Start, Ack;
input [30*7 - 1:0] Ain;
output [30*7 - 1:0] Aout;
output Done;
output q_Ini, q_Incr, q_Comp, q_Done;
wire q_Ini, q_Incr, q_Comp, q_Done;
wire [30*7 - 1:0] Aout;
reg [6:0] A [0:29];
reg [3:0] state;
reg[4:0] K,J;
reg Done;
genvar l;
integer i;
localparam
	INI = 4'b0001,
	INCR = 4'b0010,
	COMP = 4'b0100,
	DONE = 4'b1000,
	UNKN = 4'bxxxx;
generate
for (l = 1; l <= 30; l = l + 1)
	assign Aout[l*7-1:(l-1)*7] = A[l-1];
endgenerate
assign {q_Done, q_Comp, q_Incr, q_Ini} = state;
always @ (posedge Clk, posedge Reset) 
begin
	if (Reset)
	begin
		state <= INI;
		K <= 5'bXXXXX;
		J <= 5'bXXXXX;
	end
	else
	begin
		case (state)
			INI:
			begin
				if (Start && width >= 2)
					state <= INCR;
				else if (Start && width < 2)
					state <= DONE;
				K <= 5'b00000;
				J <= 5'b00000;
				for (i = 1; i <= 30; i = i + 1)
					A[i-1] <= Ain[(i-1)*7 +: 7];
				Done <= 0;
			end
			INCR:
			begin
				state <= COMP;
				J <= 0;
				K <= K + 1;
			end
			COMP:
			begin
				if (K == width - 1 && J == width - K - 1)
					state <= DONE;
				else if (K < width - 1 && J == width - K - 1)
					state <= INCR;
				if (A[J] > A[J + 1])
				begin
					A[J] <= A[J + 1];
					A[J + 1] <= A[J];
				end
					J <= J + 1;
			end
			DONE:
			begin
				if (Ack)
					state <= INI;
				Done <= 1;
			end
			default:
				begin
					state <= UNKN;
				end
		endcase
	end
end
endmodule
==> run.sh <==
#!/bin/bash
# OpenROAD 26Q1-2900-gdf79404cd8, Yosys 0.63+post, stock flow scripts
make -C /OpenROAD-flow-scripts/flow DESIGN_CONFIG=/design/flow/config.mk WORK_HOME=/design/flow/orfs finish
==> config.mk <==
export PLATFORM = sky130hd
export DESIGN_NAME = bubble_sort
export DESIGN_NICKNAME = bubble_sort
export VERILOG_FILES = /design/flow/design.v
export SDC_FILE = /design/flow/constraint.sdc
export NUM_CORES = 4
export LEC_CHECK = 1
export CORE_UTILIZATION = 30
==> constraint.sdc <==
current_design bubble_sort

set clk_period 30.5
set clk_io_pct 0.2

create_clock -name clk0 -period $clk_period [get_ports {Clk}]

set non_clock_inputs [all_inputs -no_clocks]
set_input_delay [expr $clk_period * $clk_io_pct] -clock clk0 $non_clock_inputs
set_output_delay [expr $clk_period * $clk_io_pct] -clock clk0 [all_outputs]
==> job_summary.md <==
## PnR job results

| Metric | Value |
|---|---|
| Crit-path cells | `clkdlybuf4s50_1 -> inv_1 -> ha_1 -> inv_1 -> fa_1 -> xnor2_1 -> and2_1 -> nor4b_1 -> or3_1 -> a32o_1 -> o311ai_0 -> o31ai_1 -> nor3b_1` |
| Die width | `around 250 microns` |
| Vias in the first global route | `21.2k` |
| Placed instance area | `between 0.02 and 0.025 sq mm` |
| Met3 usage | `24.1%` |
| OpenROAD warning count | `39` |
| Slowest CP cell | `o31ai_1` |
| Top area contributor share | `35.7%` |
| CP Class | `input pin to register` |
| Design Area, Final | `around 0.024 sq mm` |
| Buf/Inv on CP | `3` |
| CTS clk-pin slew, worst paths | `0.06 ns` |
| HPWL after DPL | `between 100 and 150 mm` |
| Clock Power Share | `19.1%` |
| Async SR Flop Fraction | `under 10%` |
| CP dominant cell by count | `inv_1` |
| Largest net degree at the start of global routing | `around 110` |
| Met1 usage in global routing | `a little over 60%` |
| Top Layout Cells | `433 x clkdlybuf4s50_1, 211 x edfxtp_1, 204 x nand2_1` |
| Initial antenna violation count | `10` |
| Switching power | `0.000866 W` |
| Mapped Avg Cell Area | `between 8 and 9 sq um` |
| 1st-iter DRT viols | `slightly below 3k` |
| Yosys warns | `2` |
| Max IR drop VDD | `~45 uV` |
| Area Growth Syn to Fin | `34.2%` |
| Setup WS pre-CTS | `roughly 21 ns` |
| Post-Syn Instances | `about 2.0k` |
| Post-synth seq share | `37.7%` |
| Global-route layer with the greatest usage | `met2` |
| P_leak | `between 8 and 9 nW` |
| Die Size | `between 0.06 and 0.07 sq mm` |
| Layout Utilization | `approximately two fifths` |
| Slowest cell delay on critical path | `~0.55 ns` |
| CP Max Fanout | `5` |
| Most instantiated logic cell after routing | `clkdlybuf4s50_1` |
| Power Dens Cells | `73.3 mW/mm^2` |
| Reg2reg start | `J[0]` |
| Minimum clock period | `9.15 ns` |
| Routed wire per std cell | `roughly 45 microns` |
| Synthesized area | `between 0.015 and 0.02 sq mm` |
| Pins Over Slew Limit | `0` |
| Status | `complete, no violations` |
| CTS resizes | `0` |
| DR pass1 iterations | `8` |
| Clk Latency, worst-skew pair | `0.62 ns` |
| M2 GR Usage | `65.8%` |
| # IOs | `434` |
| Post-cts hold-fix buffer tally | `0` |
| Switching Fraction | `between 40 and 50%` |
| Critical path launch point type | `input pin` |
| Die Y | `about 250 microns` |
| Routed wire length | `141 mm` |
| Combinational fraction of design power | `slightly above 50%` |
| Via count | `between 20k and 25k` |
| Post-DRT Antenna Nets | `0` |
| Layout Skew | `0.0316 ns` |
| # Cells Yosys | `1997` |
| Longest Clk Path Bufs | `3` |
| #FFs+latches synth | `between 200 and 250` |
| Hold Crit Class | `register to register` |
| Final WS setup | `approximately 21 ns` |
| Area leader, netlist | `edfxtp_1` |
| Rel. slew slack | `26.4%` |
| Power Internal | `0.000880 W` |
| First-pass GRT wire length | `185 mm` |
| Max Cap Viol | `0` |
| Total gr overflow | `0` |
| Clock sinks | `225` |
| Main area contributors | `edfxtp_1 36%, a22oi_1 7.7%, nand2_1 4.3%` |
| Synth cell types | `between 100 and 150` |
| Clock H-tree levels | `1` |
| Family with the most delay on the worst path | `AND-OR/OR-AND gates` |
| Worst Tran Pin Value | `between 1 and 1.5 ns` |
| Setup bufs post-CTS | `0` |
| Fmax | `~0.11 GHz` |
| YS chip area | `roughly 0.018 sq mm` |
| Routability-driven placement congestion ratio | `around 1.1` |
| Worst EP arrival | `9.65 ns` |
| TritonCTS clock tree | `built` |
| IO buf count | `433` |
| WHS | `0.546 ns` |
| RSZ-0062 raised after global routing | `false` |
| Layout cells sized above 1 | `9.90%` |
| Crit path required time | `31.00 ns` |
| # DRC | `0` |
| TNS Setup | `0 ns` |
| Setup Viol. Count Final | `0` |
| FP Rows | `88` |
| Hold path startpoint | `K[4]` |
| Final hold violation count | `0` |
| Post-layout period usage | `30.0%` |
| Element type at the critical path end | `register` |
| FP Util | `slightly above 30%` |
| Total core area | `between 0.05 and 0.06 sq mm` |
| Fillers | `5605` |
| Post-synth EDFFs | `211` |
| Most used flip-flop cell | `edfxtp_1` |
| Critical Path Start | `width[0]` |
| Overall Global Routing Usage | `47.8%` |
| Root Driver | `clkbuf_16` |
| CTS Buf Count | `28` |
| Reg power frac | `a little under a third` |
| Vias per cell | `between 6 and 7` |
-- cell type report --
cell class | instances | area (sq um) | area share [%]
Sequential cell | 225 | 6690 | 28.1
Timing Repair Buffer | 540 | 5160 | 21.7
Multi-Input combinational cell | 1538 | 9970 | 41.9
Antenna cell | 11 | 27.5 | 0.116
Clock inverter | 20 | 188 | 0.788
Clock buffer | 32 | 716 | 3.00
Tap cell | 765 | 957 | 4.02
Inverter | 29 | 109 | 0.457
-- state kept, by name, indices dropped and copies added (netlist names) --
name / count
K: 5
Done: 1
J: 5
A: 210
state: 4
-- through the flow --
stage                     cells  power [W]
after floorplan            1997   0.000910
final                      3160    0.00175
after global placement     3097    0.00137
after CTS                  3149    0.00170
after detailed placement   3097    0.00137
after global routing       3149    0.00177
-- synthesized netlist by cell type (15+ instances only) --
master	number
edfxtp_1	211
nand2_1	204
a22oi_1	181
nor2_1	178
a21oi_1	131
nand3_1	111
clkbuf_1	97
o31ai_1	95
buf_2	65
nor3_1	51
o21ai_0	51
o211ai_1	40
o21ai_1	40
a31o_1	29
inv_1	28
a221oi_1	27
buf_6	27
ha_1	27
a22o_1	25
nand4_1	23
a222oi_1	19
mux2_2	19
mux2i_1	19
and3_1	15
-- power by group through the flow --
stage | Sequential, W | Clock [W] | Combinational, W
CTS | 0.000523 | 0.000336 | 0.000846
global route | 0.000528 | 0.000345 | 0.000899
finish | 0.000534 | 0.000333 | 0.000879
-- logic make-up after synthesis --
kind of cell	Yosys count	share of synthesized area, %
xor gates and xnor gates	10	0.493
buffers and inverters	234	6.83
and+or+nand+nor	678	18.2
AOI/OAI and AO/OA	778	32.0
muxes	44	2.81
adders and majority gates	28	2.02
DFF	225	37.7
-- worst paths after layout --
check / to / slack [ns] / cells past startpoint
max: state[1] / 21.35 / 13
min: K[4] / 0.55 / 1
max reg2reg: A[15][6] / 22.33 / 25
min reg2reg: K[4] / 0.55 / 1
max in group asynchronous: J[2] / 24.00 / 2
min in group asynchronous: J[1] / 6.04 / 2
-- layer usage --
metal / vias to the layer above / wire (microns)
met5: - / 34
met4: 6 / 10800
met3: 474 / 20700
met2: 2098 / 58600
met1: 10800 / 51000
li1: 8641 / -
-- worst register-to-register path, cell delays in order (launching register included) --
cell and delay (ns):
dfrtp_1 0.63, ha_1 0.22, buf_4 0.55, nand2_1 0.27, nor2_1 0.16, ha_2 0.31
buf_4 0.31, inv_1 0.38, buf_4 0.33, o211ai_1 0.16, a221oi_2 0.33, nand4_2 0.43
or2_1 0.64, nor2_2 0.16, buf_4 0.57, nor2_1 0.10, ha_1 0.21, nor2b_1 0.11
o21a_1 0.12, o21a_1 0.11, o21a_1 0.12, o21a_1 0.10, o21ai_0 0.07, a221o_1 0.29
buf_4 0.27, nor2_1 0.86
Power is estimated from default activity; no workload was simulated.
