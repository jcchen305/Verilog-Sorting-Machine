`flow/design.v`:
```
module insertion_sort(width, Reset, Clk, Start, Ack, Ain, Aout, Done, q_Ini, q_Incr, q_Comp, q_Done);
input [4:0] width;
input Reset, Clk;
input Start, Ack;
input [30*7 - 1:0] Ain;
output [30*7 - 1:0] Aout;
output Done;
output q_Ini, q_Incr, q_Comp, q_Done;
wire q_Ini, q_Incr, q_Comp, q_Done;
wire [30*7 - 1:0] Aout;
reg [6:0] A [0:29];
reg [3:0] state;
reg[4:0] K,J, Index;
reg Done;
genvar l;
integer i;
localparam
	INI = 4'b0001,
	INCR = 4'b0010,
	COMP = 4'b0100,
	DONE = 4'b1000,
	UNKN = 4'bXXXX;
generate
for (l = 1; l <= 30; l = l + 1)
	assign Aout[l*7-1:(l-1)*7] = A[l-1];
endgenerate	
assign {q_Done, q_Comp, q_Incr, q_Ini} = state;
always @ (posedge Clk, posedge Reset)
begin
	if (Reset)
	begin
		state <= INI;
		K <= 5'bXXXXX;
		J <= 5'bXXXXX;
	end
	else
	begin
		case (state) 
			INI:
			begin
				if (Start && width >= 2)
					state <= INCR;
				else if (Start && width < 2)
					state <= DONE;
				for (i = 1; i <= 30; i = i + 1)
					A[i-1] <= Ain[(i-1)*7 +: 7];
				K <= 5'b00000;
				J <= 5'b00000;
				Done <= 0;
			end
			INCR:
			begin
				state <= COMP;
				J <= K + 1;
				Index <= K;
			end
			COMP:
			begin
				if (J == width && K != width - 2)
					state <= INCR;
				else if (J == width && K == width - 2)
					state <= DONE;
				J <= J + 1;
				if (A[J] < A[Index])
					Index <= J;
				if (J == width)
				begin
					A[Index] <= A[K];
					A[K] <= A[Index];
					K <= K + 1;
				end
			end
			DONE:
			begin 
				if (Ack) 
					state <= INI;
				Done <= 1;
			end
			default:
				state <= UNKN;
		endcase
	end
end
endmodule
```
`flow/run.sh`:
```
#!/bin/bash
# OpenROAD 26Q1-2900-gdf79404cd8, Yosys 0.63+post, stock flow scripts
make -C /OpenROAD-flow-scripts/flow DESIGN_CONFIG=/design/flow/config.mk WORK_HOME=/design/flow/orfs finish
```
`flow/constraint.sdc`:
```
current_design insertion_sort

set clk_period 8.5
set clk_io_pct 0.2

create_clock -name clk0 -period $clk_period [get_ports {Clk}]

set non_clock_inputs [all_inputs -no_clocks]
set_input_delay [expr $clk_period * $clk_io_pct] -clock clk0 $non_clock_inputs
set_output_delay [expr $clk_period * $clk_io_pct] -clock clk0 [all_outputs]
```
`flow/config.mk`:
```
export PLATFORM = sky130hd
export DESIGN_NAME = insertion_sort
export DESIGN_NICKNAME = insertion_sort
export VERILOG_FILES = /design/flow/design.v
export SDC_FILE = /design/flow/constraint.sdc
export NUM_CORES = 4
export LEC_CHECK = 1
export CORE_UTILIZATION = 40
```
==> impl_metrics.tcl <==
# collected from the flow reports
set metrics [dict create \
    run_status "completed" \
    cp.arrival_ns 5.01 \
    synth_area_per_cell_um2 9.08 \
    rsz0062_at_grt "no" \
    clock_path_buffers 3 \
    clockRootBuffer "clkbuf_16" \
    warning_count 37 \
    r2r-start "Index[2]" \
    cts_inserted_buffers 27 \
    coreArea_um2 43500 \
    seqPwrFrac_pct 32.0 \
    drv_slew 0 \
    clk_pin_slew_worst_paths_ns 0.07 \
    critical_path.top_delay_family "simple AND/OR/NAND/NOR gates" \
    timing.fmax_mhz 209 \
    r2r_slack_ns 3.71 \
    die-area_um2 45300 \
    cp_num_cells 13 \
    setup_viol 0 \
    grt_pass1_vias 20700 \
    rows 76 \
    dp_hpwl_um 95700 \
    grt_overflow 0 \
    ios 434 \
    switching_power_w 0.00228 \
    ys_area_um2 17800 \
    critPathCaptureType "flop" \
    worst_slew_pin_slew_ns 1.10 \
    dr.first_iter.drc_count 3445 \
    reg2reg_to "Index[2]" \
    cts_tree "done" \
    cp_num_buf_inv 2 \
    crit_path_max_fanout 43 \
    grt_pass1_wl_um 168000 \
    grt_usage_pct 58.0 \
    ys_warn_count 2 \
    slowest_stage "nor2_1" \
    ys.flop_type "edfxtp_1" \
    postSynthSeqShare_pct 38.4 \
    crit_type "flop to flop" \
    clock-sinks 230 \
    max-cap-violations 0 \
    clock.latency.late_pin_ns 0.60 \
    layout_setup_ws_ns 3.71 \
    ys_seq_elements 230 \
    syn_area_um2 17800 \
    cts.repair.resized 0 \
    worst_clock_skew_ns 0.0166 \
    ff2ff_path_depth 13 \
    synthArstFlopShare_pct 6.09 \
    swShare_pct 43.9 \
    routabilityCongestion 1.17 \
    clkPwrFrac_pct 22.8 \
    drive_gt1_share_pct 9.41 \
    critPathCapture "Index[2]" \
    p_leak_nw 9.10 \
    antenna_found_initial 17 \
    h-tree-depth 1 \
    fin_setup_tns_ns 0 \
    startpoint_type "flop" \
    viasPerCell 7.39 \
    synth_cell_types 88 \
    path_cells "buf_4, nand3b_1, nor2_1, a32oi_1, nand4_1, a311oi_1, a31oi_2, inv_1, ha_1, and3_1, a211oi_1, o21ai_0, a221oi_1" \
    critical-path-max-stage-delay_ns 0.79 \
    die_y_um 213 \
    critPathLaunch "Index[2]" \
    hold_path.class "flop to flop" \
    wl_um 127000 \
    fp-utilization_pct 41.0 \
    relSlewSlack_pct 26.1 \
    worstPathRequired_ns 8.72 \
    combinationalPowerShare_pct 45.2 \
    ys_cells 1961 \
    place_ws_ns 3.84 \
    io_buffers 433 \
    power_density_nw_per_um2 218 \
    cts_setup_buffers 0 \
    drc 0 \
    fp.dieW_um 213 \
    drtAntennaViolNets 0 \
    cts_hold_buf 0 \
    min_period_ns 4.79 \
    num_vias 21900 \
    wire_per_inst_um 42.9 \
    final_hold_viol_count 0 \
    grt_start_max_net_pins 170 \
    synthToLayoutAreaGrowth_pct 33.5 \
    post-route-period-util_pct 56.3 \
    synth-edff-count 216 \
    first_pass_iters 7 \
    peakVddDrop_mv 0.241 \
    syn_inst 1961 \
    p_int_w 0.00291 \
]
## area by class of cell
| cell class | count | area (um^2) |
|---|---|---|
| fill | 3708 | 19700 |
| multi-input combinational | 1509 | 9970 |
| sequential | 230 | 6840 |
| timing repair buffer | 545 | 5200 |
| tap | 585 | 732 |
| clock buffer | 31 | 691 |
| clock inverter | 16 | 189 |
| inverter | 29 | 109 |
| antenna | 13 | 32.5 |
## placed cells by master, fill, tap and decap left out, drive strengths merged, types with 13 or more instances in the layout
cell type      instances
and2                  15
a222oi                14
diode                 13
buf                  112
mux2                  15
mux2i                108
inv                   30
a21oi                 56
nor3                  25
nor3b                 16
a21o                  19
a22oi                126
a22o                  65
ha                    17
edfxtp               216
a31oi                 39
a221o                 45
nand2                255
nor2                 145
dfrtp                 13
and3                  25
o21ai                134
o211ai                22
a221oi                39
nand3                 91
nand4                 42
nor2b                 48
clkdlybuf4s50        433
clkbuf                31
## through the flow
stage / util (%) / cells / instance area [um^2] / power (W) / hold slack (ns)
after floorplan: - / 1961 / 17800 / 0.00285 / 0.522
after CTS: 54.6 / 2945 / 23700 / 0.00503 / 0.571
after global placement: 52.6 / 2898 / 22800 / 0.00384 / 0.555
after detailed placement: 52.6 / 2898 / 22800 / 0.00386 / 0.564
after global routing: 54.6 / 2952 / 23700 / 0.00528 / 0.603
final: 54.7 / 2958 / 23800 / 0.00519 / 0.574
## flip-flops by register name, indices dropped and copies added (netlist names)
name,count
state,4
Index,5
K,5
J,5
Done,1
A,210
## power groups by stage
stage	logic, W	registers [W]	clock network, W
CTS	0.00222	0.00163	0.00118
global route	0.00242	0.00165	0.00122
finish	0.00235	0.00166	0.00118
## cells in the mapped netlist, types with 6 or more instances
master / number / area [um^2]
a31oi_1: 37 / 231
nor4bb_1: 11 / 110
edfxtp_1: 216 / 6490
nand4_1: 42 / 263
nor3b_1: 12 / 90.1
nor4_1: 10 / 62.6
clkbuf_1: 77 / 289
a21o_1: 19 / 143
nor3_1: 23 / 115
a22o_1: 65 / 569
and4b_1: 11 / 110
o21ai_1: 90 / 450
a222oi_1: 14 / 140
nor2b_1: 47 / 294
a221oi_1: 38 / 333
ha_1: 17 / 213
o211ai_1: 22 / 165
xnor2_1: 7 / 61.3
nand2_1: 255 / 957
o21ai_0: 44 / 220
and2_1: 14 / 87.6
mux2_2: 15 / 169
a221o_1: 45 / 450
dfrtp_1: 13 / 325
inv_1: 28 / 105
xor2_1: 6 / 52.6
buf_1: 7 / 26.3
nand2b_1: 6 / 37.5
buf_4: 13 / 97.6
a21oi_1: 54 / 270
buf_6: 22 / 248
a22oi_1: 125 / 938
and3_1: 25 / 156
mux2i_1: 108 / 1080
a32o_1: 7 / 70.1
nand3_1: 91 / 455
buf_2: 72 / 360
and4_1: 6 / 52.6
a2111oi_0: 10 / 87.6
nor2_1: 144 / 541
## worst min-delay path, delay by kind of cell, from the launching register on
kind               cells  cell delay, ns
AOI/OAI and AO/OA      2            0.17
DFF                    1            0.41
## layer usage
metal  vias to the layer above  part of all wire (%)  track usage, %
li1                       8398                     -               -
met1                     10200                    33            68.3
met2                      2531                    38            73.2
met3                       683                    19            42.8
met4                        28                   8.6            36.3
met5                         -                  0.58            14.3
## how the worst min path moves through the flow
stage | start | to | slack [ns] | depth (start not counted)
5_1_grt | state[0] | state[0] | 0.60 | 2
4_1_cts | state[0] | state[0] | 0.57 | 2
6_report | state[0] | state[0] | 0.57 | 2
## logic make-up after synthesis
| kind of cell | synth area share (%) |
|---|---|
| compound gates | 25.4 |
| buf+inv | 6.40 |
| flops | 38.4 |
| fa+ha+maj | 1.20 |
| mux | 7.02 |
| simple gates | 20.9 |
| xor+xnor | 0.640 |
No activity file was given, so power comes from the tool's default toggle rates.
